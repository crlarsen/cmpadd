==> flow/design.v <==
`timescale 1ns / 1ps
module Gij(\Pi:k , \Gi:k , \Gk-1:j , \Gi:j );
  input \Pi:k , \Gi:k , \Gk-1:j ;
  output \Gi:j ;
  assign \Gi:j = \Gi:k | (\Pi:k  & \Gk-1:j );
endmodule
module PijGij(\Pi:k , \Pk-1:j , \Gi:k , \Gk-1:j , \Pi:j , \Gi:j );
  input \Pi:k , \Pk-1:j , \Gi:k , \Gk-1:j ;
  output \Pi:j , \Gi:j ;
  assign \Pi:j = \Pi:k & \Pk-1:j ;
  assign \Gi:j = \Gi:k | (\Pi:k  & \Gk-1:j );
endmodule
module Sum(\Gi-1:-1 , Ai, Bi, Si);
  input \Gi-1:-1 , Ai, Bi;
  output Si;
  assign Si = \Gi-1:-1 ^ Ai ^ Bi;
endmodule
`timescale 1ns / 1ps
module padder26(A, B, Cin, S, Cout);
  parameter N = 26;
  input [N-1:0] A, B;
  input Cin;
  output [N-1:0] S;
  output Cout;
  wire [N-2:-1] P, G;
  assign P = {A[N-2:0] | B[N-2:0], 1'b0};
  assign G = {A[N-2:0] & B[N-2:0], Cin};
  Sum s0(G[-1], A[0], B[0], S[0]);
  wire \G0:-1 ;
  Gij \0:-1 (P[0], G[0], G[-1], \G0:-1 );
  Sum s1(\G0:-1 , A[1], B[1], S[1]);
  wire \G1:-1 ;
  Gij \1:-1 (P[1], G[1], \G0:-1 , \G1:-1 );
  Sum s2(\G1:-1 , A[2], B[2], S[2]);
  wire \P2:1 , \G2:1 ;
  PijGij \2:1 (P[2], P[1], G[2], G[1], \P2:1 , \G2:1 );
  wire \G2:-1 ;
  Gij \2:-1 (\P2:1 , \G2:1 , \G0:-1 , \G2:-1 );
  Sum s3(\G2:-1 , A[3], B[3], S[3]);
  wire \G3:-1 ;
  Gij \3:-1 (P[3], G[3], \G2:-1 , \G3:-1 );
  Sum s4(\G3:-1 , A[4], B[4], S[4]);
  wire \P4:3 , \G4:3 ;
  PijGij \4:3 (P[4], P[3], G[4], G[3], \P4:3 , \G4:3 );
  wire \G4:-1 ;
  Gij \4:-1 (\P4:3 , \G4:3 , \G2:-1 , \G4:-1 );
  Sum s5(\G4:-1 , A[5], B[5], S[5]);
  wire \P5:3 , \G5:3 ;
  PijGij \5:3 (P[5], \P4:3 , G[5], \G4:3 , \P5:3 , \G5:3 );
  wire \G5:-1 ;
  Gij \5:-1 (\P5:3 , \G5:3 , \G2:-1 , \G5:-1 );
  Sum s6(\G5:-1 , A[6], B[6], S[6]);
  wire \P6:5 , \G6:5 ;
  PijGij \6:5 (P[6], P[5], G[6], G[5], \P6:5 , \G6:5 );
  wire \P6:3 , \G6:3 ;
  PijGij \6:3 (\P6:5 , \P4:3 , \G6:5 , \G4:3 , \P6:3 , \G6:3 );
  wire \G6:-1 ;
  Gij \6:-1 (\P6:3 , \G6:3 , \G2:-1 , \G6:-1 );
  Sum s7(\G6:-1 , A[7], B[7], S[7]);
  wire \G7:-1 ;
  Gij \7:-1 (P[7], G[7], \G6:-1 , \G7:-1 );
  Sum s8(\G7:-1 , A[8], B[8], S[8]);
  wire \P8:7 , \G8:7 ;
  PijGij \8:7 (P[8], P[7], G[8], G[7], \P8:7 , \G8:7 );
  wire \G8:-1 ;
  Gij \8:-1 (\P8:7 , \G8:7 , \G6:-1 , \G8:-1 );
  Sum s9(\G8:-1 , A[9], B[9], S[9]);
  wire \P9:7 , \G9:7 ;
  PijGij \9:7 (P[9], \P8:7 , G[9], \G8:7 , \P9:7 , \G9:7 );
  wire \G9:-1 ;
  Gij \9:-1 (\P9:7 , \G9:7 , \G6:-1 , \G9:-1 );
  Sum s10(\G9:-1 , A[10], B[10], S[10]);
  wire \P10:9 , \G10:9 ;
  PijGij \10:9 (P[10], P[9], G[10], G[9], \P10:9 , \G10:9 );
  wire \P10:7 , \G10:7 ;
  PijGij \10:7 (\P10:9 , \P8:7 , \G10:9 , \G8:7 , \P10:7 , \G10:7 );
  wire \G10:-1 ;
  Gij \10:-1 (\P10:7 , \G10:7 , \G6:-1 , \G10:-1 );
  Sum s11(\G10:-1 , A[11], B[11], S[11]);
  wire \P11:7 , \G11:7 ;
  PijGij \11:7 (P[11], \P10:7 , G[11], \G10:7 , \P11:7 , \G11:7 );
  wire \G11:-1 ;
  Gij \11:-1 (\P11:7 , \G11:7 , \G6:-1 , \G11:-1 );
  Sum s12(\G11:-1 , A[12], B[12], S[12]);
  wire \P12:11 , \G12:11 ;
  PijGij \12:11 (P[12], P[11], G[12], G[11], \P12:11 , \G12:11 );
  wire \P12:7 , \G12:7 ;
  PijGij \12:7 (\P12:11 , \P10:7 , \G12:11 , \G10:7 , \P12:7 , \G12:7 );
  wire \G12:-1 ;
  Gij \12:-1 (\P12:7 , \G12:7 , \G6:-1 , \G12:-1 );
  Sum s13(\G12:-1 , A[13], B[13], S[13]);
  wire \P13:11 , \G13:11 ;
  PijGij \13:11 (P[13], \P12:11 , G[13], \G12:11 , \P13:11 , \G13:11 );
  wire \P13:7 , \G13:7 ;
  PijGij \13:7 (\P13:11 , \P10:7 , \G13:11 , \G10:7 , \P13:7 , \G13:7 );
  wire \G13:-1 ;
  Gij \13:-1 (\P13:7 , \G13:7 , \G6:-1 , \G13:-1 );
  Sum s14(\G13:-1 , A[14], B[14], S[14]);
  wire \P14:13 , \G14:13 ;
  PijGij \14:13 (P[14], P[13], G[14], G[13], \P14:13 , \G14:13 );
  wire \P14:11 , \G14:11 ;
  PijGij \14:11 (\P14:13 , \P12:11 , \G14:13 , \G12:11 , \P14:11 , \G14:11 );
  wire \P14:7 , \G14:7 ;
  PijGij \14:7 (\P14:11 , \P10:7 , \G14:11 , \G10:7 , \P14:7 , \G14:7 );
  wire \G14:-1 ;
  Gij \14:-1 (\P14:7 , \G14:7 , \G6:-1 , \G14:-1 );
  Sum s15(\G14:-1 , A[15], B[15], S[15]);
  wire \G15:-1 ;
  Gij \15:-1 (P[15], G[15], \G14:-1 , \G15:-1 );
  Sum s16(\G15:-1 , A[16], B[16], S[16]);
  wire \P16:15 , \G16:15 ;
  PijGij \16:15 (P[16], P[15], G[16], G[15], \P16:15 , \G16:15 );
  wire \G16:-1 ;
  Gij \16:-1 (\P16:15 , \G16:15 , \G14:-1 , \G16:-1 );
  Sum s17(\G16:-1 , A[17], B[17], S[17]);
  wire \P17:15 , \G17:15 ;
  PijGij \17:15 (P[17], \P16:15 , G[17], \G16:15 , \P17:15 , \G17:15 );
  wire \G17:-1 ;
  Gij \17:-1 (\P17:15 , \G17:15 , \G14:-1 , \G17:-1 );
  Sum s18(\G17:-1 , A[18], B[18], S[18]);
  wire \P18:17 , \G18:17 ;
  PijGij \18:17 (P[18], P[17], G[18], G[17], \P18:17 , \G18:17 );
  wire \P18:15 , \G18:15 ;
  PijGij \18:15 (\P18:17 , \P16:15 , \G18:17 , \G16:15 , \P18:15 , \G18:15 );
  wire \G18:-1 ;
  Gij \18:-1 (\P18:15 , \G18:15 , \G14:-1 , \G18:-1 );
  Sum s19(\G18:-1 , A[19], B[19], S[19]);
  wire \P19:15 , \G19:15 ;
  PijGij \19:15 (P[19], \P18:15 , G[19], \G18:15 , \P19:15 , \G19:15 );
  wire \G19:-1 ;
  Gij \19:-1 (\P19:15 , \G19:15 , \G14:-1 , \G19:-1 );
  Sum s20(\G19:-1 , A[20], B[20], S[20]);
  wire \P20:19 , \G20:19 ;
  PijGij \20:19 (P[20], P[19], G[20], G[19], \P20:19 , \G20:19 );
  wire \P20:15 , \G20:15 ;
  PijGij \20:15 (\P20:19 , \P18:15 , \G20:19 , \G18:15 , \P20:15 , \G20:15 );
  wire \G20:-1 ;
  Gij \20:-1 (\P20:15 , \G20:15 , \G14:-1 , \G20:-1 );
  Sum s21(\G20:-1 , A[21], B[21], S[21]);
  wire \P21:19 , \G21:19 ;
  PijGij \21:19 (P[21], \P20:19 , G[21], \G20:19 , \P21:19 , \G21:19 );
  wire \P21:15 , \G21:15 ;
  PijGij \21:15 (\P21:19 , \P18:15 , \G21:19 , \G18:15 , \P21:15 , \G21:15 );
  wire \G21:-1 ;
  Gij \21:-1 (\P21:15 , \G21:15 , \G14:-1 , \G21:-1 );
  Sum s22(\G21:-1 , A[22], B[22], S[22]);
  wire \P22:21 , \G22:21 ;
  PijGij \22:21 (P[22], P[21], G[22], G[21], \P22:21 , \G22:21 );
  wire \P22:19 , \G22:19 ;
  PijGij \22:19 (\P22:21 , \P20:19 , \G22:21 , \G20:19 , \P22:19 , \G22:19 );
  wire \P22:15 , \G22:15 ;
  PijGij \22:15 (\P22:19 , \P18:15 , \G22:19 , \G18:15 , \P22:15 , \G22:15 );
  wire \G22:-1 ;
  Gij \22:-1 (\P22:15 , \G22:15 , \G14:-1 , \G22:-1 );
  Sum s23(\G22:-1 , A[23], B[23], S[23]);
  wire \P23:15 , \G23:15 ;
  PijGij \23:15 (P[23], \P22:15 , G[23], \G22:15 , \P23:15 , \G23:15 );
  wire \G23:-1 ;
  Gij \23:-1 (\P23:15 , \G23:15 , \G14:-1 , \G23:-1 );
  Sum s24(\G23:-1 , A[24], B[24], S[24]);
  wire \P24:23 , \G24:23 ;
  PijGij \24:23 (P[24], P[23], G[24], G[23], \P24:23 , \G24:23 );
  wire \P24:15 , \G24:15 ;
  PijGij \24:15 (\P24:23 , \P22:15 , \G24:23 , \G22:15 , \P24:15 , \G24:15 );
  wire \G24:-1 ;
  Gij \24:-1 (\P24:15 , \G24:15 , \G14:-1 , \G24:-1 );
  Sum s25(\G24:-1 , A[25], B[25], S[25]);
  assign Cout = (\G24:-1 & A[25]) | (\G24:-1 & B[25]) | (A[25] & B[25]);
endmodule
==> flow/run.sh <==
#!/bin/bash
# OpenROAD 26Q1-2900-gdf79404cd8, Yosys 0.63+post, stock flow scripts
make -C /OpenROAD-flow-scripts/flow DESIGN_CONFIG=/design/flow/config.mk WORK_HOME=/design/flow/orfs finish
==> flow/config.mk <==
export PLATFORM = sky130hd
export DESIGN_NAME = padder26
export DESIGN_NICKNAME = padder26
export VERILOG_FILES = /design/flow/design.v
export SDC_FILE = /design/flow/constraint.sdc
export NUM_CORES = 4
export LEC_CHECK = 1
export CORE_AREA = 10 10 83 83
export DIE_AREA = 0 0 93 93
==> flow/constraint.sdc <==
current_design padder26

set clk_period 9.0
set clk_io_pct 0.2

create_clock -name clk0 -period $clk_period

set non_clock_inputs [all_inputs -no_clocks]
set_input_delay [expr $clk_period * $clk_io_pct] -clock clk0 $non_clock_inputs
set_output_delay [expr $clk_period * $clk_io_pct] -clock clk0 [all_outputs]
==> node_exporter_impl.prom <==
# HELP chip_impl_metric Metrics from one implementation run
# TYPE chip_impl_metric gauge
chip_impl_metric{name="vdd_drop_max",unit="uV"} 32.7
chip_impl_metric{name="ys_cells",unit=""} 178
chip_impl_metric{name="detailed_place_hpwl",unit="mm"} 3.27
chip_impl_metric{name="portBuffers",unit=""} 80
chip_impl_metric{name="detailedRoute.firstIterationViolations",unit=""} 14
chip_impl_metric{name="placedCellCount",unit=""} 300
chip_impl_metric{name="maximum_number_of_pins_on_one_net_before_global_route_repair",unit=""} 10
chip_impl_metric{name="met2_length",unit="mm"} 1.73
chip_impl_info{name="rsz0062_at_grt",value="no"} 1
chip_impl_info{name="top_cells_by_count",value="34 x xnor2_1, 26 x buf_4, 17 x inv_1, 17 x nor2_1, 13 x nand2_1"} 1
chip_impl_metric{name="fillerInstances",unit=""} 556
chip_impl_info{name="crit_path_end_kind",value="primary output"} 1
chip_impl_metric{name="p_sw",unit="W"} 0.0000506
chip_impl_info{name="crit_path_start_kind",value="input pin"} 1
chip_impl_info{name="worstHoldPathType",value="in -> out"} 1
chip_impl_metric{name="ant_nets",unit=""} 0
chip_impl_metric{name="wl_met1",unit="mm"} 1.44
chip_impl_metric{name="grt_overflow",unit=""} 0
chip_impl_metric{name="pwr-share-seq",unit=""} 0
chip_impl_metric{name="ff_count",unit=""} 0
chip_impl_metric{name="post_drt_wl_per_cell",unit="um"} 11.7
chip_impl_info{name="highest_layer",value="met3"} 1
chip_impl_metric{name="cts_hold_repair.buffers",unit=""} 0
chip_impl_metric{name="slew_headroom",unit=""} 0.675
chip_impl_metric{name="pwr-share-comb",unit=""} 1.000
chip_impl_metric{name="power.density_cell_area",unit="nW/um^2"} 74.2
chip_impl_info{name="master_of_the_slowest_instance_on_the_critical_path",value="fa_1"} 1
chip_impl_metric{name="drc_errors",unit=""} 0
chip_impl_info{name="result_of_the_run",value="complete, no violations"} 1
chip_impl_metric{name="arrival",unit="ps"} 5400
chip_impl_metric{name="synth.yosys.chip_area",unit="um^2"} 1340
chip_impl_metric{name="warning_count",unit=""} 32
chip_impl_metric{name="synthesized_area_per_cell",unit="um^2"} 7.51
chip_impl_metric{name="routed-wl-met3",unit="um"} 335
chip_impl_metric{name="netSwitchingFraction",unit=""} 0.337
chip_impl_info{name="post-synth-top-area-cell",value="xnor2_1"} 1
chip_impl_metric{name="die_h",unit="um"} 93
chip_impl_info{name="yosys.cell_count.top_type",value="xnor2_1"} 1
chip_impl_metric{name="finalHoldWorstSlack",unit="ps"} 4620
chip_impl_metric{name="worstPathBufferInverterCount",unit=""} 3
chip_impl_info{name="worst_setup_sp",value="A[0]"} 1
chip_impl_metric{name="report.final.slew_viol_count",unit=""} 0
chip_impl_metric{name="fp-utilization",unit=""} 0.260
chip_impl_metric{name="floorplan.io_pins",unit=""} 80
chip_impl_metric{name="timing_hold_violations_final",unit=""} 0
chip_impl_metric{name="finalNonFillerCells",unit=""} 300
chip_impl_info{name="timing_worst_setup_path_type",value="in -> out"} 1
chip_impl_metric{name="cp_max_fo",unit=""} 5
chip_impl_metric{name="ctsResizeCount",unit=""} 0
chip_impl_metric{name="num_antenna_cells",unit=""} 0
chip_impl_metric{name="syn_area",unit="um^2"} 1340
chip_impl_metric{name="die_x",unit="um"} 93
chip_impl_info{name="netlist_top_cells_area",value="xnor2_1 22%, buf_4 15%, fa_1 9.0%"} 1
chip_impl_metric{name="setup-tns-final",unit="ps"} 0
chip_impl_metric{name="clockPowerShare",unit=""} 0
chip_impl_metric{name="grt_pass1_wl",unit="mm"} 5.78
chip_impl_metric{name="fmax",unit="MHz"} 139
chip_impl_metric{name="core.rowCount",unit=""} 26
chip_impl_metric{name="fp.coreArea",unit="um^2"} 5140
chip_impl_metric{name="multiInputGateArea",unit="um^2"} 1070
chip_impl_metric{name="detail_route.first_pass.iterations",unit=""} 4
chip_impl_metric{name="final_layout_size_suffix_gt1_frac",unit=""} 0.0783
chip_impl_metric{name="nClkBuffers",unit=""} 0
chip_impl_metric{name="synthesis.instances",unit=""} 178
chip_impl_metric{name="post_cts_buffers",unit=""} 0
chip_impl_metric{name="synth_seq_share",unit=""} 0
chip_impl_metric{name="chip_area",unit="um^2"} 8650
chip_impl_metric{name="final_weighted_congestion_of_routability_driven_global_placement",unit=""} 0.790
chip_impl_metric{name="post_drt_via_cell_ratio",unit=""} 4.26
chip_impl_metric{name="netlist.area_leader.share",unit=""} 0.223
chip_impl_metric{name="grt_antenna_before_repair",unit=""} 0
chip_impl_metric{name="register_area",unit="um^2"} 0
chip_impl_metric{name="timing.final.crit_share",unit=""} 0.800
chip_impl_metric{name="tightest_slew",unit="ps"} 486
chip_impl_metric{name="setup_viol",unit=""} 0
chip_impl_metric{name="routed_wl",unit="mm"} 3.51
chip_impl_metric{name="synth.distinct_cells",unit=""} 36
chip_impl_metric{name="synth-warning-count",unit=""} 0
chip_impl_metric{name="first_global_vias",unit=""} 1279
chip_impl_metric{name="syn_to_final_growth",unit="%"} 51.3
chip_impl_metric{name="max_cap_viol_count",unit=""} 0
chip_impl_metric{name="final.min_clock_period",unit="ps"} 7200
chip_impl_metric{name="crit_path_max_incr_delay",unit="ps"} 470
chip_impl_metric{name="p_leak",unit="nW"} 0.743
chip_impl_info{name="path_delay_family",value="AND-OR/OR-AND gates"} 1
chip_impl_metric{name="detailroute.via_count",unit=""} 1279
chip_impl_metric{name="power",unit="W"} 0.000150
chip_impl_metric{name="power.internal",unit="W"} 0.0000994
chip_impl_metric{name="grt_usage",unit=""} 0.0782
chip_impl_metric{name="critPathRequiredTime",unit="ps"} 7200
chip_impl_info{name="cell_by_cell_listing_of_the_critical_path",value="clkdlybuf4s50_1 -> fa_1 -> o21ai_0 -> a211oi_2 -> o31ai_2 -> o41ai_4 -> a31oi_4 -> o22ai_2 -> a21o_1 -> o21ai_0 -> fa_1 -> inv_1 -> clkdlybuf4s50_1"} 1
chip_impl_info{name="min-delay-start",value="A[4]"} 1
chip_impl_metric{name="finalCoreUtilization",unit=""} 0.393
[stage by stage]
step	worst slack (ps)	instance area (um^2)
after floorplan	2820	1340
after global placement	1820	2020
after detailed placement	1760	2020
after CTS	1760	2020
after global routing	1520	2020
final	1800	2020
[power groups by stage]
stage         sequential, W  combinational, W  clock (W)
finish                    0          0.000150          0
CTS                       0          0.000155          0
global route              0          0.000168          0
[worst paths after layout]
check | endpoint | depth (start not counted)
max | S[25] | 13
min | S[4] | 3
[layer usage]
metal	vias up	track usage
met5	-	0
met4	0	0
met3	0	0.0267
met2	39	0.140
met1	550	0.0936
li1	690	-
[cell usage in the layout, fill, tap and decap left out, drive strengths merged]
| master | netlist | final |
|---|---|---|
| o41ai | 1 | 1 |
| o31ai | 1 | 1 |
| o211ai | 4 | 4 |
| inv | 17 | 17 |
| and2 | 1 | 1 |
| o221ai | 2 | 2 |
| fa | 6 | 6 |
| o22ai | 6 | 6 |
| nand3 | 2 | 2 |
| xor2 | 5 | 5 |
| a211oi | 2 | 2 |
| nor3 | 1 | 1 |
| a22oi | 3 | 3 |
| a21oi | 7 | 7 |
| o2111a | 1 | 1 |
| xnor2 | 34 | 34 |
| nor2 | 17 | 17 |
| a2111oi | 1 | 1 |
| maj3 | 12 | 12 |
| clkdlybuf4s50 | 0 | 80 |
| or3 | 1 | 1 |
| a31oi | 3 | 3 |
| a21o | 2 | 2 |
| o221a | 1 | 1 |
| o21ai | 4 | 4 |
| nand2 | 13 | 13 |
| nand4 | 1 | 1 |
| or2 | 2 | 2 |
[tightest hold or removal path, stage by stage]
cell             delay, ps
clkdlybuf4s50_1        530
xnor2_1                 90
clkdlybuf4s50_1        400
[cell families after synthesis]
group	synth area share
AND-OR/OR-AND	0.239
adder cells (fa/ha/maj)	0.185
XOR/XNOR	0.256
AND/OR/NAND/NOR	0.121
buffers and inverters	0.199
[final cells by class]
cell class / count / share of cell area
inverters: 17 / 0.0316
multi-input cells: 133 / 0.529
repair buffers: 80 / 0.396
well taps: 70 / 0.0433
Power is estimated from default activity; no workload was simulated.
