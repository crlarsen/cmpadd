[/design/flow/config.mk]
export PLATFORM = sky130hd
export DESIGN_NAME = fp_class
export DESIGN_NICKNAME = fp_class
export VERILOG_FILES = /design/flow/design.v
export SDC_FILE = /design/flow/constraint.sdc
export NUM_CORES = 4
export LEC_CHECK = 1
export CORE_AREA = 10 10 79 79
export DIE_AREA = 0 0 89 89
[/design/flow/constraint.sdc]
current_design fp_class

set clk_period 5.2
set clk_io_pct 0.2

create_clock -name clk0 -period $clk_period

set non_clock_inputs [all_inputs -no_clocks]
set_input_delay [expr $clk_period * $clk_io_pct] -clock clk0 $non_clock_inputs
set_output_delay [expr $clk_period * $clk_io_pct] -clock clk0 [all_outputs]
[/design/flow/design.v]
`timescale 1ns / 1ps
module fp_class(f, fExp, fSig, fFlags);
    parameter NEXP = 5;
    parameter NSIG = 10;
localparam NORMAL    = 0;
localparam SUBNORMAL = NORMAL + 1;
localparam ZERO      = SUBNORMAL + 1;
localparam INFINITY  = ZERO + 1;
localparam QNAN      = INFINITY + 1;
localparam SNAN      = QNAN + 1;
localparam NTYPES    = SNAN + 1;
localparam BIAS = ((1 << (NEXP - 1)) - 1);  
localparam EMAX = BIAS;  
localparam EMIN = (1 - EMAX);  
localparam roundTiesToEven     = 0;
localparam roundTowardZero     = 1;
localparam roundTowardPositive = 2;
localparam roundTowardNegative = 3;
localparam roundTiesToAway     = 4;
localparam NRAS                = roundTiesToAway+1;
localparam INVALID             = 0;
localparam DIVIDEBYZERO        = 1;
localparam OVERFLOW            = 2;
localparam UNDERFLOW           = 3;
localparam INEXACT             = 4;
localparam NEXCEPTIONS     = INEXACT+1;
    localparam CLOG2_NSIG = $clog2(NSIG+1);
    input [NEXP+NSIG:0] f;
    output signed [NEXP+1:0] fExp;
    reg signed [NEXP+1:0] fExp;
    output [NSIG:0] fSig;
    reg [NSIG:0] fSig;
    output [NTYPES-1:0] fFlags;
    wire expOnes, expZeroes, sigZeroes;
    assign expOnes   =  &f[NEXP+NSIG-1:NSIG];
    assign expZeroes = ~|f[NEXP+NSIG-1:NSIG];
    assign sigZeroes = ~|f[NSIG-1:0];
    assign fFlags[SNAN]      =  expOnes   & ~sigZeroes & ~f[NSIG-1];
    assign fFlags[QNAN]      =  expOnes                &  f[NSIG-1];
    assign fFlags[INFINITY]  =  expOnes   &  sigZeroes;
    assign fFlags[ZERO]      =  expZeroes &  sigZeroes;
    assign fFlags[SUBNORMAL] =  expZeroes & ~sigZeroes;
    assign fFlags[NORMAL]    = ~expOnes   & ~expZeroes;
    reg [NSIG:0] mask = ~0;
    reg [CLOG2_NSIG-1:0] sa;
    integer i;
    always @(*)
      begin
        fExp = f[NEXP+NSIG-1:NSIG];
        fSig = f[NSIG-1:0];
        sa = 0;
        if (fFlags[NORMAL])
          {fExp, fSig} = {f[NEXP+NSIG-1:NSIG] - BIAS, 1'b1, f[NSIG-1:0]};
        else if (fFlags[SUBNORMAL])
          begin
            for (i = (1 << (CLOG2_NSIG - 1)); i > 0; i = i >> 1)
              begin
                if ((fSig & (mask << (NSIG + 1 - i))) == 0)
                  begin
                    fSig = fSig << i;
                    sa = sa | i;
                  end
              end
            fExp = EMIN - sa;
          end
      end
endmodule
[/design/flow/run.sh]
#!/bin/bash
# OpenROAD 26Q1-2900-gdf79404cd8, Yosys 0.63+post, stock flow scripts
make -C /OpenROAD-flow-scripts/flow DESIGN_CONFIG=/design/flow/config.mk WORK_HOME=/design/flow/orfs finish
==> impl_metrics.ini <==
; flow metrics
[run_status]
status = finished, final reports clean

[global_routing]
grt_pass1_vias = 974
grt_max_degree = 19
globalRouteOverflowTotal = 0
grt_pass1_wl_um = 4860
grt_antenna_before_repair = 0
grt.total_usage_pct = 7.44

[worst_hold_path]
worst_hold_path_type = in2out
whs_endpoint = fSig[5]
worstHoldStart = f[5]
worst_hold_path.num_cells = 4

[clocking]
post_cts_repair_timing_setup_buffer_count = 0
cts_resized = 0
post_cts_hold_buffer_count = 0

[synthesis]
yosys.stat.seqShare_pct = 0
synthDominantAreaCellType = sky130_fd_sc_hd__mux2i_1
synthDistinctLibCells = 43
cell_area_after_synthesis_um2 = 821
yosys_area_um2 = 821
yosys.area.top_type_share_pct = 12.2
post_synth.cell_area_avg_um2 = 6.73
top_cell = sky130_fd_sc_hd__nand2_1
synth.yosys.num_cells = 122
synth.area.top_cells = sky130_fd_sc_hd__mux2i_1, sky130_fd_sc_hd__nand2_1, sky130_fd_sc_hd__ha_1
yosys_warnings = 1
synthCells = 122
netlist_top_cells_count = sky130_fd_sc_hd__nand2_1, sky130_fd_sc_hd__mux2i_1, sky130_fd_sc_hd__nor2_1, sky130_fd_sc_hd__o21ai_0

[worst_setup_path]
worst-endpoint-arrival_ns = 3.79
type_of_origin_of_the_critical_path = input pin
cp_max_fo = 9
critical_path.endpoint_type = output pin
timing.critical_path.required_ns = 4.16
criticalPathCategory = in2out

[finish]
layout.filler_cells = 504
share_of_layout_cells_above_drive_strength_1_pct = 10.6
area_delta_synth_final_pct = 56.3
seqCellArea_um2 = 0
nFlopsAndLatches = 0
clkbuf_count = 0
combGateArea_um2 = 731
postLayoutCoreUtil_pct = 27.5

[floorplanning]
die_y_um = 89
rows = 25
core_util_floorplan_pct = 17.6
design.core.area_mm2 = 0.00466
die_x_um = 89
io_pins = 40
floorplan.die_area_mm2 = 0.00792

[routing]
first_iter_violations = 51
routed_wl_um = 2980
via_per_inst = 4.89
drc = 0
via_count = 1046
n_antenna_cell = 0
drtPass1Iterations = 4
drtAntennaViolNets = 0
wl_per_cell_um = 13.9

[power_and_ir_drop]
static-leakage-power_nw = 0.498
vdd.ir_drop.worst_v = 0.0000415
powerDensity_mw_per_mm2 = 73.3

[placement]
setup_slack_after_placement_ns = 0.359
gp_routability_congestion = 0.885
io_buffer_count = 39
place.detailed.hpwl_um = 2470

[sta]
tightest_slew_ns = 0.498
setup_violations = 0
finalCriticalPeriod_ns = 4.83
min_period_over_period_pct = 92.9
finalSetupTns_ns = 0
slew-limit-headroom_pct = 66.8
finalMaxSlewViolations = 0
timing.fmax_mhz = 207
final-hold-violation-count = 0
grt_setup_unrepaired = false
finalWorstSetupSlack_ns = 0.372

[run]
log.warning_count = 34
drv.max_cap_violation_count = 0
[final cells by class]
type,count,share of cell area [%]
Timing Repair Buffer,49,36.3
Tap cell,54,5.27
Multi-Input combinational cell,106,57.0
Inverter,5,1.46
[layout by cell type (no fill, tap or decap), types with 2 or more instances in the layout]
master / netlist / final
sky130_fd_sc_hd__nand2_1: 17 / 17
sky130_fd_sc_hd__o21ai_0: 7 / 7
sky130_fd_sc_hd__o21ai_1: 6 / 6
sky130_fd_sc_hd__o221ai_1: 2 / 2
sky130_fd_sc_hd__nor3_1: 2 / 2
sky130_fd_sc_hd__nor2_1: 8 / 8
sky130_fd_sc_hd__o31a_1: 4 / 4
sky130_fd_sc_hd__a31oi_1: 3 / 3
sky130_fd_sc_hd__a21oi_1: 6 / 6
sky130_fd_sc_hd__mux2i_1: 10 / 10
sky130_fd_sc_hd__and2_1: 3 / 3
sky130_fd_sc_hd__nor4b_1: 3 / 3
sky130_fd_sc_hd__ha_1: 4 / 4
sky130_fd_sc_hd__buf_4: 3 / 10
sky130_fd_sc_hd__or4_1: 2 / 2
sky130_fd_sc_hd__nor3b_1: 3 / 3
sky130_fd_sc_hd__clkdlybuf4s50_1: 0 / 39
sky130_fd_sc_hd__nand3_1: 2 / 2
sky130_fd_sc_hd__o2bb2ai_1: 2 / 2
sky130_fd_sc_hd__or3_1: 2 / 2
sky130_fd_sc_hd__inv_1: 5 / 5
[worst max-delay path, stage by stage]
cell	delay (ns)
sky130_fd_sc_hd__clkdlybuf4s50_1	0.56
sky130_fd_sc_hd__or4_1	0.57
sky130_fd_sc_hd__o221a_1	0.36
sky130_fd_sc_hd__ha_1	0.25
sky130_fd_sc_hd__nand3b_1	0.15
sky130_fd_sc_hd__a311oi_1	0.27
sky130_fd_sc_hd__a21o_1	0.12
sky130_fd_sc_hd__clkdlybuf4s50_1	0.46
[report_power, final]
part,switching [mW],internal (mW),leakage [nW]
clock,0,0,0
combinational,0.0417,0.0524,0.498
sequential,0,0,0
[kinds of logic after synthesis]
family                   after synthesis  share of synthesized area, %
adder cells (fa/ha/maj)                4                          6.10
AND/OR/NAND/NOR                       50                          33.7
XOR/XNOR                               1                          1.07
multiplexers                          11                          13.6
AND-OR/OR-AND                         40                          34.6
buffers and inverters                 16                          11.0
[per-layer routing]
| metal | part of all wire, % | GRT usage [%] |
|---|---|---|
| met5 | 0 | 0 |
| met4 | 0 | 0.289 |
| met3 | 5.5 | 1.29 |
| met2 | 50 | 13.0 |
| met1 | 45 | 9.80 |
[metrics by stage]
step,cells,power [mW],hold slack [ns],cell area (um2)
2_1_floorplan,122,0.0469,2.13,821
3_3_place_gp,214,0.0952,3.19,1280
3_5_place_dp,214,0.0952,3.19,1280
4_1_cts,214,0.0957,3.19,1280
5_1_grt,214,0.105,3.22,1280
6_report,214,0.0941,3.17,1280
[how the worst max path moves through the flow]
stage / start / end / slack [ns] / cells past startpoint
4_1_cts: f[3] / fExp[2] / 0.36 / 8
5_1_grt: f[3] / fExp[2] / 0.23 / 11
6_report: f[3] / fExp[2] / 0.37 / 8
Power figures rest on the tool's default switching activity, not on a simulated workload.
